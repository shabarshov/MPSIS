`design/flow/config.mk`:
```
export PLATFORM = sky130hd
export DESIGN_NAME = fulladder32
export DESIGN_NICKNAME = fulladder32
export VERILOG_FILES = /design/flow/design.v
export SDC_FILE = /design/flow/constraint.sdc
export NUM_CORES = 4
export LEC_CHECK = 1
export CORE_AREA = 10 10 92 92
export DIE_AREA = 0 0 102 102
```
`design/flow/constraint.sdc`:
```
current_design fulladder32

set clk_period 9.6
set clk_io_pct 0.2

create_clock -name clk0 -period $clk_period

set non_clock_inputs [all_inputs -no_clocks]
set_input_delay [expr $clk_period * $clk_io_pct] -clock clk0 $non_clock_inputs
set_output_delay [expr $clk_period * $clk_io_pct] -clock clk0 [all_outputs]
```
`design/flow/design.v`:
```
module fulladder(
    input logic a_i,
    input logic b_i,
    input logic carry_i,
    output logic sum_o,
    output logic carry_o
);
    assign sum_o = (a_i ^ b_i) ^ carry_i;
    assign carry_o = ((a_i & carry_i) | (a_i & b_i)) | (b_i & carry_i); 
endmodule
module fulladder32(
    input logic [31:0] a_i,
    input logic [31:0] b_i,
    input logic carry_i,
    output logic [31:0] sum_o,
    output logic carry_o
);
logic tmp[32:0];
assign tmp[0] = carry_i;
genvar i;
generate
    for (i = 0; i < 32; i = i + 1) begin : newgen
        fulladder fa(
            .a_i(a_i[i]),
            .b_i(b_i[i]),
            .carry_i(tmp[i]),
            .sum_o(sum_o[i]),
            .carry_o(tmp[i + 1])
        );
    end
endgenerate
assign carry_o = tmp[32];
endmodule
```
`design/flow/run.sh`:
```
#!/bin/bash
# OpenROAD 26Q1-2900-gdf79404cd8, Yosys 0.63+post, stock flow scripts
make -C /OpenROAD-flow-scripts/flow DESIGN_CONFIG=/design/flow/config.mk WORK_HOME=/design/flow/orfs finish
```
==> run summary <==
Entry: Yosys synthesis followed by OpenROAD place and route.

Drt:
- After detailed routing, the total wire length is 2780 microns.
- The run gives the post-detailed-route count of antenna-violating nets as 0.
- Per the detail_route report, routed wire per instance is between 10 and 15 microns.
- The run gives the number of design-rule violations left by the first detailed-router iteration as 0.
- The run puts the DRC violation count after routing at 0.
- The run gives the mean number of vias per cell as roughly 3.3.
- The run gives the count of vias placed by the detailed router as 713.
- The run gives the iteration count of the initial detailed-routing pass as 1.
- The run gives the number of antenna repair diodes as 0.

Min path:
- The run gives the class of the most critical hold timing path as in -> out.

Critical path:
- The run gives the critical path endpoint category as an output pin.
- The slowest stage of the critical path is the clkdlybuf4s50_1 cell.
- The run puts the largest stage delay on the critical path at 0.40 ns.
- The run gives the cell class contributing the biggest share of worst-path delay as adder cells.
- The run puts the required time at the worst-slack endpoint at about 7.7 ns.
- The worst setup path is launched from an input port.
- The run gives the number of buffers and inverters on the critical path as 6.
- The run gives the largest fanout on the critical path as 1.
- The setup path with the least slack is of type in -> out.
- Per STA, the library cell used most along the worst path is fa_2.
- For the worst setup path, the data arrival time is 13.36 ns.

Logic synthesis:
- The run puts the share of the synthesized area in the top cell type at a little over two thirds.
- The stat command in Yosys gives a chip area of 918 sq um.
- After synthesis the cells add up to 918 sq um.
- In the post-synthesis netlist, the biggest area contributors are fa_1 (70%), buf_4 (26%), inv_1 (4.1%).
- Per Yosys stat, the portion of area used by sequential elements is 0%.
- The run gives the number of instances in the synthesized netlist as 74.
- The run puts the cell count in the Yosys report at 74.
- The biggest area contributor in the post-synthesis netlist is fa_1.
- The run gives the number of different library cells in the post-synthesis netlist as 3.
- A synthesized cell averages ~12 sq um.
- The synthesis log from Yosys contains 3 warnings.

STA:
- The run puts the slew of the pin with the lowest slew margin at 0.122 ns.
- Hold timing on the final database bottoms out at a slack of 4.58 ns.
- The run puts the number of endpoints failing setup at the final stage at 18.
- The run gives the final max-slew violation count as 0.
- Setup repair after global routing could not meet its margin everywhere.
- The run puts the remaining max-slew budget at the tightest pin at roughly 92%.
- The run gives the highest attainable clock frequency as 0.0655 GHz.
- The run puts the portion of the clock cycle consumed by the worst path in the final layout at 159%.
- The run puts the final total negative setup slack at -54.53 ns.
- The final timing report lists a hold violation count of 0.
- The run gives the slack of the critical path as -5.68 ns.
- The run gives the clock period minus worst slack as 15.28 ns.

Placement:
- The placement summary gives the final routability congestion estimate as 0.731.
- The run puts the placed instance count at 217.
- The run puts the count of input and output buffers at 98.
- The run puts the half-perimeter wire length after detailed placement at 2830 microns.
- The pre-CTS setup check shows a worst slack of -6.54 ns.

Finish:
- The run gives the fill cell total of the finished layout as ~670.
- The run puts the clock buffer count in the final layout at 0.
- The run gives the fraction of layout instances using a drive strength above 1 as 40.0%.
- The top cell type in the final layout, fill and taps aside, is clkdlybuf4s50_1.
- The run puts the sequential cell area at 0 sq um.
- Leaving out filler cells and counting taps, the final layout contains 217.
- The run puts the sequential cell count at 0.
- The run gives the relative area change from synthesis to final layout as 92.8%.
- The most common logic cells in the final layout are clkdlybuf4s50_1 (75), fa_2 (31), buf_2 (17).

Power and ir drop:
- The run gives the static leakage as 0.000654 uW.
- The run gives the post-layout total power as 99.6 uW.
- Power spread over the standard cell area amounts to about 56 mW/mm^2.
- The worst-case IR drop observed on VDD is 17.2 uV.

Global routing:
- After global routing the overflow that remains totals 0.
- Entering global routing, the biggest net connects 2 pins.
- The via count of the first global-routing pass was 870.
- The run puts the global-route wire length before repair at 4310 microns.
- The run gives the initial antenna violation count as 0.
- The run puts the total routing resource utilization after global routing at 5.19%.

Flow run:
- The logs give a warning total of 35.
- The run gives the number of violations of the max-capacitance limit as 0.

Die:
- The run gives the floorplan core area as 0.00646 sq mm.
- The vertical die dimension reported for this design is 102 microns.
- The run gives the number of core rows as 29.
- From left edge to right edge, the die measures 102 microns.
- The run puts the starting density of the core at 14.2%.
- The run puts the number of primary I/O pins at 98.
- The run puts the overall die area at 0.0104 sq mm.

CTS:
- The run gives the post-cts hold-fix buffer tally as 0.
- Looking at the post-CTS report, the setup buffer insertion count equals 0.

Run status:
- The run finished, with violations left.
- The final reports fail on negative setup slack.
==> final timing paths <==
| check | start | endpoint | slack, ns | depth (start not counted) |
|---|---|---|---|---|
| setup / recovery | a_i[0] | carry_o | -5.68 | 38 |
| hold / removal | b_i[0] | sum_o[0] | 4.58 | 5 |
==> power breakdown <==
group / switching, uW / total, uW / internal, uW
clock: 0 / 0 / 0
sequential: 0 / 0 / 0
combinational: 29.0 / 99.6 / 70.6
total: 29.0 / 99.6 / 70.6
==> kinds of logic after synthesis <==
group	count (synthesis)	synth area share [%]
buffers and inverters	42	30.2
adders and majority gates	32	69.8
==> per-layer routing <==
layer  vias to the layer above  part of all wire, %  global-route usage (%)
met5                         -                    0                       0
met4                         0                    0                       0
met3                         0                   33                    6.13
met2                        81                   35                    6.86
met1                       320                   33                    5.66
li1                        312                    -                       -
==> through the flow <==
| stage | cell area, sq um | util, % |
|---|---|---|
| 6_report | 1770 | 27.4 |
| 5_1_grt | 1770 | 27.4 |
| 4_1_cts | 1760 | 27.3 |
| 3_5_place_dp | 1850 | 28.7 |
| 3_3_place_gp | 1850 | 28.7 |
| 2_1_floorplan | 1020 | - |
==> area by class of cell <==
class                      instances  area (sq um)  area share (%)
timing repair buffer              98           901            50.9
multi-input combinational         32           718            40.6
tap                               77          96.3            5.44
inverter                          10          55.1            3.11
==> timing repair <==
action / in CTS / in global routing
gates resized: 75 / 2
cloned: 0 / 0
endpoints found under the setup margin: 20 / 19
pin swaps: 0 / 0
==> cell usage after synthesis, drive strengths merged <==
master / instances
fa: 32
inv: 10
buf: 32
Power is estimated from default activity; no workload was simulated.
